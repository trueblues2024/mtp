==> /design/flow/design.v <==
module ksa(d,s,c,a,b);
  input [3:0]a;
  input [3:0]b;
  output [3:0]s;
  output [3:0]c;
  output [3:0]d;
assign s[0]=a[0]^b[0];
assign s[1]=a[1]^b[1];
assign s[2]=a[2]^b[2];
assign s[3]=a[3]^b[3];
assign c[0]=a[0]&b[0];
assign c[1]=a[1]&b[1];
assign c[2]=a[2]&b[2];
assign c[3]=a[3]&b[3];  
assign d=s+c;
endmodule
==> /design/flow/run.sh <==
#!/bin/bash
# OpenROAD 26Q1-2900-gdf79404cd8, Yosys 0.63+post, stock flow scripts
make -C /OpenROAD-flow-scripts/flow DESIGN_CONFIG=/design/flow/config.mk WORK_HOME=/design/flow/orfs finish
==> /design/flow/config.mk <==
export PLATFORM = sky130hd
export DESIGN_NAME = ksa
export DESIGN_NICKNAME = ksa
export VERILOG_FILES = /design/flow/design.v
export SDC_FILE = /design/flow/constraint.sdc
export NUM_CORES = 4
export LEC_CHECK = 1
export CORE_AREA = 10 10 70 70
export DIE_AREA = 0 0 80 80
==> /design/flow/constraint.sdc <==
current_design ksa

set clk_period 1.0
set clk_io_pct 0.2

create_clock -name clk0 -period $clk_period

set non_clock_inputs [all_inputs -no_clocks]
set_input_delay [expr $clk_period * $clk_io_pct] -clock clk0 $non_clock_inputs
set_output_delay [expr $clk_period * $clk_io_pct] -clock clk0 [all_outputs]
==> reports/qor.txt <==
Run status = complete, but fails checks
Violated checks = negative setup slack
Minimum hold slack = 0.730 ns
Syn Area/Cell = 7.75 um^2
Die area = 6400 um^2
Initial Util = 5.90%
Psw = 73.9 uW
Hold WC Path Type = in -> out
DRC Markers = 0
Register share after synthesis = 0%
Mux share = 0%
Synth Warn # = 0
Flop area = 0 um^2
Startpoint types = input pin
Final Hold Vio Count = 0
Max Freq = 689 MHz
Utilization after layout = 16.0%
Max FO, Critical Path = 2
Initial antenna violation count = 0
Reg power frac = 0%
Post-Synth XOR/XNOR Area = 8.70%
Critical path class = in -> out
Gpl congestion = 0.813
Setup violators final = 4
Via count = 240
# diodes = 0
Synth area leader = ha_1
Sw Ratio = 36.4%
Commonest cells in the netlist = 10 x inv_1, 9 x ha_1
Top-count cell post-synth = inv_1
VDD IR max = 0.000133 V
Grt total ovfl = 0
Post-Syn Instances = 26
Post-synth cell types = 9
Area delta synth->final = 172%
CP startpoint = a[0]
Starting DRT DRC Count = 2
Cell-internal power = 129 uW
Area share, top type = 55.9%
First-pass GRT wire length = 1320 um
Worst-Margin Slew = 0.122 ns
IO Pins = 20
Layout cell share with drive strength beyond 1 = 61.2%
Critical Path End Type = output port
Worst Setup Slack, final = -0.452 ns
Rows = 21
Logic pwr share = 100.0%
Rel. slew slack = 91.8%
Worst-path cell chain = buf_8, inv_4, ha_4, and2_4, a221o_1, xnor2_1, buf_2
Post-layout min period = 1.45 ns
Power per cell area = 370 nW/um^2
Post-Syn Area = 201 um^2
Dominant combinational family = adder cells
Pre-antenna DRT Iters = 2
Clk pwr share = 0%
Buf+Inv Stages, Crit Path = 3
Adder Area Share = 55.9%
Ys cells = 26
Vias in the first global route = 289
Cts hold-fix bufs = 0
Crit path DRT = 0.80 ns
Clock buffers = 0
Fin crit share = 145%
Basic Gates by Area = 9.32%
Slowest-stage cell, CP = a221o_1
Yosys aoi share = 7.45%
Critical path depth = 7
Area reported by Yosys stat = 201 um^2
CP delay by family, top = AND-OR/OR-AND gates
Antenna violation net count after detailed routing = 0
Final Max Slew Viols = 0
GRT Total Usage = 2.52%
Port buffer count = 20
Leakage power = 0.266 nW
DIE WIDTH = 80 um
Half-perimeter wire length after placement = 726 um
Seq cells = 0
Worst path max stage delay = 0.32 ns
Top area cell types = ha_1 56%, inv_1 19%, a221o_1 5.0%
Largest net degree at the start of global routing = 4
Die height = 80 um
Warning total across the stage logs = 39
CP arrival = 1.25 ns
Core Area = 3420 um^2
Final WL = 788 um
Worst Setup EP = d[3]
Max Cap Violations = 0
Vias per std cell = 2.53
Wire per inst = 8.29 um
RSZ-0062 raised after global routing = true
==> power by group through the flow <==
stage | sequential [mW] | clock (mW) | combinational [mW]
CTS | 0 | 0 | 0.197
global route | 0 | 0 | 0.232
finish | 0 | 0 | 0.203
==> cells in the final DEF, fill, tap and decap left out <==
cell type | synthesis | layout
a21oi_2 | 0 | 1
a221o_1 | 1 | 1
and2_4 | 0 | 1
and3b_1 | 1 | 1
buf_12 | 0 | 1
buf_2 | 0 | 6
buf_4 | 0 | 4
buf_6 | 0 | 4
buf_8 | 0 | 1
clkdlybuf4s15_1 | 0 | 1
clkdlybuf4s50_1 | 0 | 1
dlygate4sd2_1 | 0 | 4
dlymetal6s2s_1 | 0 | 1
ha_1 | 9 | 3
ha_2 | 0 | 2
ha_4 | 0 | 4
inv_1 | 10 | 4
inv_12 | 0 | 1
inv_2 | 0 | 2
inv_4 | 0 | 3
nor2_1 | 1 | 1
xnor2_1 | 1 | 1
xor2_1 | 1 | 1
==> logic make-up after synthesis <==
kind of cell / after synthesis
and+or+nand+nor: 3
buffers and inverters: 10
adders and majority gates: 9
xor gates and xnor gates: 2
AOI/OAI and AO/OA: 2
==> metrics by stage <==
step | worst slack (ns) | setup TNS [ns] | instance area [um^2] | total power, mW | cells
final | -0.452 | -1.37 | 548 | 0.203 | 95
after global routing | -0.543 | -1.62 | 548 | 0.232 | 95
after CTS | -0.462 | -1.59 | 526 | 0.197 | 95
after detailed placement | -1.46 | -10.32 | 526 | 0.215 | 95
after global placement | -1.44 | -10.20 | 526 | 0.212 | 95
after floorplan | -0.194 | -0.357 | 245 | 0.0577 | 26
==> per-layer routing <==
layer  wire length (um)  GRT usage (%)
met1                416           3.96
met4                  0              0
met5                  0              0
met3                176           1.70
met2                195           2.73
==> worst min path at each step <==
stage | startpoint | slack, ns | cells past startpoint | endpoint
after CTS | b[3] | 0.76 | 4 | s[3]
after global routing | a[0] | 0.76 | 3 | c[0]
final | a[0] | 0.73 | 3 | c[0]
==> layout make-up <==
cell class	instances	area, um^2
repair buffers	23	208
inverters	10	57.6
fillers	387	2870
multi-input cells	16	225
well taps	46	57.6
==> timing repair <==
item                                    4_1_cts  5_1_grt
endpoints found under the setup margin       12        9
gates cloned                                  0        0
buffers inserted                              0        1
pin swaps                                     8        5
gates resized                                73        9
Power and IR drop assume default switching activity.
