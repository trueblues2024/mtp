<file path="config.mk">
export PLATFORM = sky130hd
export DESIGN_NAME = jk_flipflop
export DESIGN_NICKNAME = jk_flipflop
export VERILOG_FILES = /design/flow/design.v
export SDC_FILE = /design/flow/constraint.sdc
export NUM_CORES = 4
export LEC_CHECK = 1
export CORE_AREA = 10 10 107 107
export DIE_AREA = 0 0 117 117
</file>
<file path="constraint.sdc">
current_design jk_flipflop

set clk_period 5.8
set clk_io_pct 0.2

create_clock -name clk0 -period $clk_period [get_ports {clk}]

set non_clock_inputs [all_inputs -no_clocks]
set_input_delay [expr $clk_period * $clk_io_pct] -clock clk0 $non_clock_inputs
set_output_delay [expr $clk_period * $clk_io_pct] -clock clk0 [all_outputs]
</file>
<file path="design.v">
module jk_flipflop (J, K, clk, reset,Q,Q_bar);
  output reg Q,Q_bar;
  wire clk1;
  input J,K,clk,reset;
  div d1(clk,0,clk1);
  always @(posedge clk1 or posedge reset) begin
    if (reset) begin
      Q=1'b0;
      Q_bar=1'b1;
    end else begin
      case ({J, K})
        2'b00: begin 
          Q=Q;
          Q_bar=Q_bar;
        end
        2'b01: begin
          Q=1'b0;
          Q_bar=1'b1;
        end
        2'b10: begin 
          Q=1'b1;
          Q_bar=1'b0;
        end
        2'b11: begin
          Q=~Q;
          Q_bar=~Q_bar;
        end
      endcase
    end
  end
endmodule
module div(clk,rst,q);
  input clk,rst;
  output q;
  reg [27:0]sig;
  assign LED=q;
always @(posedge clk)
begin
  if(rst==1)
    sig=28'b0;
  else if (rst==0)
    sig=sig+1;
  end
  assign q=sig[24]; 
endmodule
</file>
<file path="run.sh">
#!/bin/bash
# OpenROAD 26Q1-2900-gdf79404cd8, Yosys 0.63+post, stock flow scripts
make -C /OpenROAD-flow-scripts/flow DESIGN_CONFIG=/design/flow/config.mk WORK_HOME=/design/flow/orfs finish
</file>
==> notes.md <==
The timer found 2 register pins that no clock reaches; their paths are not timed. The die boundary height was 117 µm. The cell sequence reported for the critical path is ha_1, nand2_1, or4_4, nor2_2, xor2_1. The total of max-cap violations is 0, and the register area share after synthesis is 51.82%.

During I/O placement, the number of pins put on the boundary was 6. The run gives 0 for the global-route congestion overflow total. The slowest cell on the critical path is sky130_fd_sc_hd__or4_4. The clock edge transition at the registers on the reported setup and hold paths was 90 ps. The detailed router reported a total wirelength of 1478 µm.

In this run the full chip footprint comes out at 13690 µm². The synthesized netlist devotes 1.175% of its cell area to adder and majority cells. With the pre-placement core utilization at 11.58%, the synthesized-area fraction occupied by xor and xnor cells is 18.92%.

With the number of failing setup endpoints in the final timing report at 0, the total of flip-flops plus latches after synthesis is 27. The run gives 0 for the number of antenna violations at the first check in global routing. The run gives 4 for the number of unconstrained endpoints. Yosys synthesis chip area: 1065 µm². The main area contributors are sky130_fd_sc_hd__dfxtp_1 47%, sky130_fd_sc_hd__xnor2_1 15%, sky130_fd_sc_hd__nand4_1 6.5%.

The final clock period utilization by the worst path works out to 26.83%. The run gives 1254 µm² as the instance area at placement. After Yosys synthesis, AND-OR and OR-AND compound gates account for 0.4700% of the synthesized area.

After synthesis the cells add up to 1065 µm². The run gives 52 as the first-iteration detailed-routing DRC count. The endpoint class of the critical path is a flop. In this run the worst hold path is classified as reg2reg. The average instance in the mapped netlist occupies 10.76 µm².

The run gives 2.245% as the all-layer global routing usage. The number of H-tree levels came out at 1. Per the synthesis report, the single largest cell type by area occupies 47.00% of cell area. In the final report, the number of hold violations comes to 0.

For this design the static power due to leakage is 0.4153 nW. At the end of routability-driven placement, the weighted congestion stood at 0.7396. The logs give 4 for the detailed-router iteration count before antenna repair and 70.35% for the worst relative slew slack. Once detailed placement completed, the half-perimeter wirelength came to 1108 µm. With the worst vdd rail ir drop at 126.4 µV, the distinct cell type count of the synthesized netlist is 21. The most critical hold endpoint after final layout shows a slack of 406.3 ps. The post-synthesis mux area share is 0.9401%, and the number of vias in the routed layout is 654. The tools report the number of instances in the synthesized netlist as 99.

With the simple-gate area share of the yosys netlist at 25.26%, the routed wire length on met3 is 127 µm. The clock arrives with 6.356 ps of skew. The arrival time of the worst setup path is 1760 ps. The run gives 1303 µm² as the cell area after layout. The largest net degree at the start of global routing was 16. Warnings reported by Yosys during synthesis add up to 4. The startpoint type of the worst setup path was a flop. Per the OpenROAD floorplan log, the width of the die is 117 µm. The worst setup path is of the reg2reg kind. The main logic family after synthesis is simple AND/OR/NAND/NOR gates. The largest area contributor in the synthesized netlist is sky130_fd_sc_hd__dfxtp_1. Setup repair after global routing left no endpoint under its margin. Compared with the post-synthesis result, the final layout area differs by 22.33%.

The floorplan step defined a core boundary enclosing 9196 µm². In this run, CTS created clock tree buffers numbering 3. Looking at the post-CTS report, the setup buffer insertion count equals 0. For the number of routed nets with antenna violations, the log shows 0. The top metal layer carrying routed signals was met3.

For this design, Yosys synthesis ends with a cell count of 99. The highest clock rate this design can be run at is 642.7 MHz. The run finished with clean final reports. For the first-pass GRT wire length, the log shows 2573 µm.

The worst-margin pin slew was 441.4 ps. Hold repair after CTS inserted 0 buffers. Data on the critical path is required at its endpoint by 6000 ps. The detailed router reports a met2 wire length of 585 µm. The number of global-route vias before repair was 583; the post-detailed-route wirelength per cell was 6.749 µm. Of all nets on the critical path, the largest fanout is 4. The run gives 2 as the maximum root-to-sink buffer count. For the final routed DRC violation total, the log shows 0. Pins over their slew limit in the final report were tallied at 0.

After floorplanning, the core was divided into 35 placement rows. The cell resize tally after clock tree synthesis was 0. Dominant delay contributor by cell family on the critical path: simple AND/OR/NAND/NOR gates.

Cell chosen for the clock root: sky130_fd_sc_hd__clkbuf_8. TritonCTS built the clock tree. For the total negative slack, the log shows 0 ps. Per the detail_route report, inserted antenna diodes total 0. On the worst path, the slowest cell contributes a delay of 560 ps. With the clock insertion delay at the later pin of the skew report at 270 ps, the fraction of final layout cells with drive strength greater than 1 is 11.11%.

The report lists the power per cell area as 212.7 nW/µm². The number of buffers and inverters on the critical path works out to 0. The run gives 5 for the count of input and output buffers. The number of warning messages in the logs was 25; the length of routed wiring on met1 was 765 µm. The worst path in the final design needs a cycle of 1556 ps, including I/O delays and setup.

The routed via count divided by cell count works out to 2.986.
## synthesized netlist by cell type, drive strengths merged
library cell  number
nor4               2
nand4             11
dfxtp             25
xnor2             18
dfrtp              1
a21oi              1
and3               2
nor2               8
mux2i              1
nor3               1
nand2             10
xor2               5
and2               1
dfstp              1
ha                 1
nand3              6
inv                4
or4                1
## through the flow
stage               util (%)  cells  setup WS [ps]  power [mW]
finish                 14.16    219           4244      0.2771
global route           14.16    219           4137      0.2914
CTS                    14.16    219           4226      0.2808
detailed placement     13.63    215           4268      0.1787
global placement       13.63    215           4284      0.1787
floorplan                  -     99           4348      0.1764
## power breakdown
part           internal (mW)  switching [mW]  leakage, nW
logic                0.00210        0.000925        0.171
clock network         0.0486          0.0539       0.0217
registers              0.172               0        0.223
total                  0.222          0.0548        0.415
## flip-flops by register name, summed over array words and instances (netlist names)
| signal | cells |
|---|---|
| Q_bar | 1 |
| d1.sig | 25 |
| Q | 1 |
## path summary, 6_finish.rpt
kind              startpoint  slack, ps  cells after the start    endpoint
setup / recovery   d1.sig[0]       4240                      5  d1.sig[12]
hold / removal     d1.sig[0]        410                      1   d1.sig[0]
setup reg to reg   d1.sig[0]       4240                      5  d1.sig[12]
hold reg to reg    d1.sig[0]        410                      1   d1.sig[0]
## logic make-up after synthesis
kind of cell | count (synthesis)
and+or+nand+nor | 42
DFF | 27
xor gates and xnor gates | 23
buffers and inverters | 4
AOI/OAI and AO/OA | 1
muxes | 1
adders and majority gates | 1
## routing by layer
metal | vias up | track usage, %
li1 | 354 | -
met1 | 291 | 3.021
met4 | 0 | 0.1647
met2 | 9 | 3.337
met5 | - | 0
met3 | 0 | 1.084
## cell type report
| type | instances | area, µm² |
|---|---|---|
| clock inverters | 1 | 7.507 |
| flip-flops and latches | 27 | 551.8 |
| fillers | 1031 | 7894 |
| clock buffers | 3 | 41.29 |
| repair buffers | 5 | 50.05 |
| well taps | 111 | 138.9 |
| inverters | 4 | 15.01 |
| multi-input cells | 68 | 498.0 |
## worst register-to-register path, delay by kind of cell (launching register included)
kind,cells,cell delay (ps)
simple gates,3,770
flops,1,360
fa+ha+maj,1,230
xor+xnor,1,140
## cells in the final DEF (no fill, tap or decap), drive strengths merged, types with 2 or more instances in the layout
cell,instances
and3,2
clkbuf,3
clkdlybuf4s50,5
dfxtp,25
inv,4
nand2,10
nand3,6
nand4,11
nor2,8
nor4,2
xnor2,18
xor2,5
No activity file was given, so power comes from the tool's default toggle rates.
