==> design.v <==
module Baugh_Multiplier(p,a,b);
  input [3:0]a;
  input [3:0]b;
  output [7:0]p;
  wire [37:0]w;
  andgate l1(p[0],a[0],b[0]);
  andgate l2(w[1],a[1],b[0]);
  andgate l3(w[2],a[0],b[1]);
  andgate l5(w[3],a[0],b[2]);
  andgate l6(w[4],a[1],b[1]);
  andgate l7(w[5],a[1],b[2]);
  andgate l8(w[6],~a[0],b[3]);
  halfadder l4(p[1],w[7],w[1],w[2]);
  halfadder l9(w[8],w[9],w[3],w[4]);
  halfadder l10(w[10],w[13],w[5],w[6]);
  andgate l11(w[11],a[2],b[0]);
  andgate l12(w[12],a[2],b[1]);
  andgate l13(w[14],a[3],~b[1]);
  andgate l14(w[36],a[2],b[2]);
  fulladder l15(p[2],w[15],w[8],w[7],w[11]);
  fulladder l16(w[16],w[17],w[10],w[9],w[12]);
  fulladder l17(w[18],w[19],w[36],w[13],w[14]);
  andgate l18(w[20],a[3],~b[0]);
  andgate l19(w[21],~a[1],b[3]);
  andgate l20(w[22],~a[2],b[3]);
  andgate l21(w[23],a[3],b[3]);
  andgate l22(w[0],a[3],~b[2]);
  fulladder l23(w[24],w[25],w[16],w[15],w[20]);
  fulladder l24(w[26],w[27],w[18],w[17],w[21]);
  fulladder l25(w[28],w[29],w[0],w[19],w[22]);
  fulladder l26(w[30],w[31],~a[3],~b[3],w[23]);
  fulladder l27(p[3],w[32],w[24],a[3],b[3]);
  fulladder l28(p[4],w[33],w[26],w[25],w[32]);
  fulladder l29(p[5],w[34],w[28],w[27],w[33]);
  fulladder l30(p[6],w[35],w[30],w[29],w[34]);
  fulladder l31(p[7],w[37],1,w[31],w[35]);
endmodule
module fulladder(s,c,a,b,ca);
  input a,b,ca;
  output s,c;
  assign s=a^b^ca;
  assign c=(b&ca)|(a&b)|(a&ca);
endmodule
module halfadder(sum,carry,a,b);
  input a,b;
  output sum,carry;
  assign sum=a^b;
  assign carry=a&b;
endmodule
module andgate(c,a,b);
  input a,b;
  output c;
  assign c=a&b;
endmodule
==> run.sh <==
#!/bin/bash
# OpenROAD 26Q1-2900-gdf79404cd8, Yosys 0.63+post, stock flow scripts
make -C /OpenROAD-flow-scripts/flow DESIGN_CONFIG=/design/flow/config.mk WORK_HOME=/design/flow/orfs finish
==> config.mk <==
export PLATFORM = sky130hd
export DESIGN_NAME = Baugh_Multiplier
export DESIGN_NICKNAME = Baugh_Multiplier
export VERILOG_FILES = /design/flow/design.v
export SDC_FILE = /design/flow/constraint.sdc
export NUM_CORES = 4
export LEC_CHECK = 1
export CORE_AREA = 10 10 70 70
export DIE_AREA = 0 0 80 80
==> constraint.sdc <==
current_design Baugh_Multiplier

set clk_period 5.3
set clk_io_pct 0.2

create_clock -name clk0 -period $clk_period

set non_clock_inputs [all_inputs -no_clocks]
set_input_delay [expr $clk_period * $clk_io_pct] -clock clk0 $non_clock_inputs
set_output_delay [expr $clk_period * $clk_io_pct] -clock clk0 [all_outputs]
==> reports/results.tsv <==
stage	metric	value	unit
outcome	outcome	finished clean	
final_timing	post-route setup TNS	0	ps
placement	routability cong.	0.721	
cells_and_area	Area Overhead vs Synth	45.6	%
final_timing	Worst-Margin Slew	167	ps
floorplanning	core region area	0.00342	mm²
route	Routed wire per std cell	8.00	µm
global_route	initial antenna violation count	0	
route	Post-Route WL	872	µm
worst_setup_path	CP Max Fanout	3	
route	Antenna Nets Post-Route	0	
route	via count	319	
cells_and_area	share of cells above drive strength 1	0.381	
synthesis	Post-synth seq share	0	
synthesis	YS chip area	450	µm²
final_timing	# setup viols final	0	
worst_setup_path	crit end category	primary output	
pwr	PwrDens	122	mW/mm²
global_route	first-pass GRT wire length	1480	µm
final_timing	crit path time final	5210	ps
cells_and_area	fill count	392	
cells_and_area	fin cells	109	
flow_run	Tool Warnings	33	
synthesis	Post-Syn Area	450	µm²
synthesis	yosys cell count	51	
placement	Post-DP HPWL	839	µm
cells_and_area	flop count	0	
cells_and_area	FF+latch area	0	µm²
final_timing	period utilization	0.983	
global_route	largest net degree at the start of global routing	5	
final_timing	Slew Limit Fails	0	
global_route	GR Util All Layers	0.0278	
final_timing	RSZ-0062 raised after global routing	false	
route	ant diodes	0	
final_timing	slew margin rel.	0.889	
synthesis	Avg Cell Area, Syn	8.83	µm²
flow_run	max-cap violations	0	
route	Via density	2.93	
cells_and_area	Core Util, Final	0.192	
worst_setup_path	Crit Path Category	input pin to primary output	
route	Initial DRT Pass Iterations	2	
worst_setup_path	CP arrival	4150	ps
floorplanning	# rows	21	
synthesis	Ys Warns	1	
floorplanning	FP Util	0.132	
placement	dpl cells	109	
clock_tree	cts hold-fix bufs	0	
final_timing	Max Freq	192	MHz
floorplanning	Die X	80	µm
floorplanning	I/O pin cnt	16	
cells_and_area	clkbuf count	0	
route	DR iter-0 viols	4	
global_route	vias in the first global route	351	
worst_hold_path	hold crit path type	input pin to primary output	
synthesis	post-synth cell types	10	
floorplanning	Die Y	80	µm
route	DR DRC count	0	
worst_setup_path	Critical Path RT	4240	ps
floorplanning	Die Area	0.00640	mm²
final_timing	Fin. Hold Viols	0	
global_route	Remaining Overflow, GRT	0	
pwr	Leak	0.277	nW
clock_tree	Post-CTS Repair Setup Buffers	0	
placement	Port Buffers	16	
worst_setup_path	nature of the critical path startpoint	input pin	
synthesis	Mapped Cells	51	
pwr	VDD IR max	0.0178	mV
cells_and_area	most numerous logic cells after layout	inv_1, clkdlybuf4s50_1	
cells_and_area	most numerous logic cell after layout	inv_1	
final_timing	WHS	2620	ps
-- through the flow --
stage	power (mW)	area, µm²	worst slack (ps)
after floorplan	0.0545	450	106
after global placement	0.0841	638	-827
after detailed placement	0.0838	638	-839
after CTS	0.0851	656	-19.1
after global routing	0.0937	656	12.9
final	0.0803	656	92.3
-- report_power, final --
group	leakage (nW)	internal [mW]	total, mW	switching (mW)
logic	0.277	0.0513	0.0803	0.0289
clock network	0	0	0	0
registers	0	0	0	0
total	0.277	0.0513	0.0803	0.0289
-- what timing repair did --
action                                  4_1_cts  5_1_grt
pin swaps                                    11        6
endpoints found under the hold margin         0        0
endpoints found under the setup margin        4        3
gates resized                                43        1
-- path summary, 6_finish.rpt --
check	start	to	slack, ps	cells after the start
worst min-delay path	b[3]	p[7]	2620	5
worst max-delay path	b[2]	p[6]	90	14
-- worst max-delay path, stage by stage --
cell    delay (ps)
buf_6          100
and2_4         150
ha_4           250
inv_2           30
fa_1           520
fa_1           430
inv_2           70
fa_2           180
inv_2           40
fa_2           330
fa_2           340
fa_2           520
inv_1           40
buf_2          100
-- Yosys cell counts --
master / instances / area, µm²
inv_1: 13 / 48.8
fa_1: 10 / 200
buf_4: 8 / 60.1
and2_1: 7 / 43.8
nor2b_1: 4 / 25.0
ha_1: 3 / 37.5
nand2_1: 2 / 7.51
nand2b_1: 2 / 12.5
nor2_2: 1 / 6.26
xor2_1: 1 / 8.76
-- layer usage --
metal,global-route usage,vias to the layer above,part of all wire
met3,0.0136,0,0.12
met2,0.0465,10,0.48
li1,-,160,-
met1,0.0333,149,0.40
met4,0,0,0
met5,0,-,0
-- cell families after synthesis --
logic type | share of synthesized area
AND/OR/NAND/NOR | 0.211
buffers and inverters | 0.242
adder cells (fa/ha/maj) | 0.528
XOR/XNOR | 0.0194
-- layout make-up --
class	instances	area, µm²	share of cell area
Inverter	13	48.8	0.0744
Multi-Input combinational cell	30	379	0.578
Tap cell	46	57.6	0.0878
Timing Repair Buffer	20	170	0.260
Power is estimated from default activity; no workload was simulated.
